$ cat /design/flow/config.mk
export PLATFORM = sky130hd
export DESIGN_NAME = top
export DESIGN_NICKNAME = top
export VERILOG_FILES = /design/flow/design.v
export SDC_FILE = /design/flow/constraint.sdc
export NUM_CORES = 4
export LEC_CHECK = 1
export CORE_UTILIZATION = 40
$ cat /design/flow/design.v
module controlMotor (
  input [8:0] distancia,
  input clk,
  input respSeguidorLinea1,
  input respSeguidorLinea2,
  output m_izquierdo,
  output m_derecho
);
  wire [8:0] s0;
  wire s1;
  DIG_D_FF_9bit DIG_D_FF_Nbit_i0 (
    .D( distancia ),
    .C( clk ),
    .Q( s0 )
  );
  assign s1 = s0 >= 9'b1111;
  assign m_izquierdo = s1 & respSeguidorLinea1;
  assign m_derecho = respSeguidorLinea2 | ~s1;
endmodule
module DIG_D_FF_9bit
(
   input [(9-1):0] D,
   input C,
   output [(9-1):0] Q,
   output [(9-1):0] \~Q
);
    reg [(9-1):0] state;
    assign Q = state;
    assign \~Q = ~state;
    always @ (posedge C) begin
        state <= D;
    end
    initial begin
        state = 0;
    end
endmodule
module mostrarDisplay (
  input echo,
  input [15:0] distancia_calculada,
  input [1:0] displaySeleccionado,
  output centenas,
  output decenas,
  output unidades,
  output decimal,
  output [6:0] valorNumericoDisplay
);
  wire [3:0] s8;
  wire s9;
  wire [3:0] s10;
  wire [3:0] s11;
  wire [3:0] s12;
  wire [3:0] s16;
  wire [3:0] s17;
  wire [3:0] s22;
  wire [3:0] s23;
  wire [3:0] s24;
  wire [3:0] s26;
  wire s27;
  wire [3:0] s28;
  wire s30;
  wire s31;
  wire [3:0] s32;
  assign s9 = ~ echo;
  assign s11 = distancia_calculada[3:0];
  assign s8 = distancia_calculada[7:4];
  assign s16 = distancia_calculada[11:8];
  assign s17 = distancia_calculada[15:12];
  assign s32 = 4'b1110;
DIG_D_FF_Nbit DIG_D_FF_Nbit_i15 (
    .D( s8 ),
    .C( s9 ),
    .Q( s10 )
  );
  DIG_D_FF_Nbit DIG_D_FF_Nbit_i16 (
    .D( s11 ),
    .C( s9 ),
    .Q( s12 )
  );
  DIG_D_FF_Nbit DIG_D_FF_Nbit_i17 (
    .D( s17 ),
    .C( s9 ),
    .Q( s28 )
  );
  DIG_D_FF_Nbit DIG_D_FF_Nbit_i18 (
    .D( s16 ),
    .C( s9 ),
    .Q( s26 )
  );
  assign s31 = (s26 != 4'b0 || s28 != 4'b0);
  assign s30 = s28 != 4'b0;
  assign s22 = s30 ? s28 : s32;
  assign s23 = s31 ? s26 : s32;
  Mux_4x1_NBits Mux_4x1_NBits_i24 (
    .sel( displaySeleccionado ),
    .in_0( s22 ),
    .in_1( s23 ),
    .in_2( s10 ),
    .in_3( s12 ),
    .out( s24 )
  );
seg7 seg7_i25 (
.e( s24 ),
.s( valorNumericoDisplay )
);
visualizarDisplay visualizarDisplay_i11 (
    .sel( displaySeleccionado ),
    .in( 1'b1 ),
    .out_0( centenas ),
    .out_1( decenas ),
    .out_2( unidades ),
    .out_3( decimal )
  );
endmodule
module seg7 (
  input [3:0] e,
  output [6:0] s
);
  wire e_0;
  wire e_1;
  wire e_2;
  wire s0;
  wire s1;
  wire s2;
  wire e_3;
  wire s3;
  assign e_0 = e[0];
  assign e_1 = e[1];
  assign e_2 = e[2];
  assign e_3 = e[3];
  assign s2 = ~ e_3;
  assign s1 = ~ e_2;
  assign s0 = ~ e_1;
  assign s3 = ~ e_0;
  assign s[0] = ((e_0 & s0 & s1 & s2) | (s3 & s0 & e_2) | (s3 & e_2 & e_3));
  assign s[1] = ((e_0 & s0 & e_2) | (s3 & e_1 & e_2) | (s3 & e_1 & e_3) | (s3 & e_2 & e_3));
  assign s[2] = ((s3 & e_1 & s1) | (s3 & e_1 & e_3) | (s0 & e_2 & e_3));
  assign s[3] = ((e_0 & s0 & s1) | (s3 & s0 & e_2 & s2) | (e_0 & e_1 & e_2 & s2) | (s3 & e_1 & e_3) | (e_0 & s1 & e_3));
  assign s[4] = ((e_0 & s2) | (e_0 & s0 & s1) | (s3 & e_1 & e_2 & e_3) | (s0 & e_2 & s2));
  assign s[5] = ((e_0 & s1 & s2) | (e_0 & e_1 & s2) | (s3 & e_1 & e_2 & e_3) | (e_1 & s1 & s2));
  assign s[6] = ((e_0 & e_1 & e_2) | (s0 & s1 & s2) | (e_2 & e_3));
endmodule
module Mux_4x1_NBits 
(
    input [1:0] sel,
    input [(4 - 1):0] in_0,
    input [(4 - 1):0] in_1,
    input [(4 - 1):0] in_2,
    input [(4 - 1):0] in_3,
    output reg [(4 - 1):0] out
);
    always @ (*) begin
        case (sel)
            2'h0: out = in_0;
            2'h1: out = in_1;
            2'h2: out = in_2;
            2'h3: out = in_3;
            default:
                out = 'h0;
        endcase
    end
endmodule
module visualizarDisplay
(
    output out_0,
    output out_1,
    output out_2,
    output out_3,
    input [1:0] sel,
    input in
);
    assign out_0 = (sel == 2'h0)? in : 0;
    assign out_1 = (sel == 2'h1)? in : 0;
    assign out_2 = (sel == 2'h2)? in : 0;
    assign out_3 = (sel == 2'h3)? in : 0;
endmodule
module DIG_D_FF_Nbit
(
   input [(4-1):0] D,
   input C,
   output [(4-1):0] Q
);
    reg [(4-1):0] state;
    assign Q = state;
    always @ (posedge C) begin
        state <= D;
    end
    initial begin
        state = 0;
    end
endmodule
module obtener_D_U_D_C_Distancia (
  input echo,
  input clk,
  output [15:0] distancia_calculada,
  output distanciaEnElRango,
  output [8:0] distancia_temporal
);
  wire [19:0] s0;
  wire [3:0] s1;
  wire [3:0] s2;
  wire [3:0] s3;
  wire [3:0] s4;
  wire [3:0] s5;
  wire [15:0] s13;
  assign s13 = 16'b1010101111001101;   
  contadorTiempoEcho contadorTiempoEcho_i0 (
    .echo( echo ),
    .C( clk ),
    .out( s0 )
  );
  medicion_distancia medicion_distancia_i5 (
    .cn( s0 ),
    .l( distancia_temporal ),
    .ld( s1 )
  );
  bitsToBcd  bitsToBcd_i8 (
    .l( distancia_temporal ),
    .c( s2 ),
    .d( s3 ),
    .u( s4 )
  );
  assign s5 = (s1 < 4'b1010)? s1 : s1-4'b1010; 
  assign distanciaEnElRango = distancia_temporal <= 9'b10001100;  
  assign distancia_calculada = distanciaEnElRango ? {s2,s3,s4,s5} : s13;
endmodule
module medicion_distancia (
  input [19:0] cn,
  output [8:0] l,
  output [3:0] ld
);
  wire [28:0] s0;
  assign s0 = ( 9'b101100111 ) * cn;
  assign l = s0[28:20];
  assign ld = s0[19:16];
endmodule
module bitsToBcd  (
  input [8:0] l,
  output [3:0] c,
  output [3:0] d,
  output [3:0] u
);
assign c = (l <= 9'b111111111)? l/100 : 1'b0;  
assign d = (l <= 9'b111111111)? l/10-c*10 : 1'b0;
assign u = (l <= 9'b111111111)? l-c*100-d*10 : 1'b0;
endmodule
module contadorTiempoEcho
(
    output [(20-1):0] out,
    output ovf,
    input C,
    input echo
);
    reg [(20-1):0] count;
    always @ (posedge C) begin
        if (~ echo)
          count <= 'h0;
        else if (echo)
          count <= count + 1'b1;
    end
    assign out = count;
    assign ovf = echo? &count : 1'b0;
    initial begin
        count = 'h0;
    end
endmodule
module top (
  input clk,
  input echo,
  input respSeguidorLinea1,
  input respSeguidorLinea2,
  output VCC_respSeguidorLinea1,
  output GND_respSeguidorLinea1,
  output VCC_respSeguidorLinea2,
  output GND_respSeguidorLinea2,
  output trig,
  output D8,
  output D7,
  output D6,
  output D5,
  output D4,
  output D3,
  output D2,
  output D1,
  output A,
  output B,
  output C,
  output D,
  output E,
  output F,
  output G,
  output H,
  output VCC,
  output GND,
  output GND_motor_iz,
  output GND_motor_de,
  output m_izquierdo,
  output m_derecho
);
  top_inicial top_inicial_i0 (
    .clk( clk ),
    .echo( echo ),
    .trig( trig ),
    .D8( D8 ),
    .D7( D7 ),
    .D6( D6 ),
    .D5( D5 ),
    .D4( D4 ),
    .D3( D3 ),
    .D2( D2 ),
    .D1( D1 ),
    .A( A ),
    .B( B ),
    .C( C ),
    .D( D ),
    .E( E ),
    .F( F ),
    .G( G ),
    .H( H ),
    .VCC( VCC ),
    .GND( GND ),
    .GND_motor_iz(GND_motor_iz),
    .GND_motor_de(GND_motor_de),
    .respSeguidorLinea1(respSeguidorLinea1),
    .respSeguidorLinea2(respSeguidorLinea2),
    .m_izquierdo(m_izquierdo),
    .m_derecho(m_derecho),
    .VCC_respSeguidorLinea1(VCC_respSeguidorLinea1),
    .GND_respSeguidorLinea1(GND_respSeguidorLinea1),
    .VCC_respSeguidorLinea2(VCC_respSeguidorLinea2),
    .GND_respSeguidorLinea2(GND_respSeguidorLinea2)
  );
endmodule
module top_inicial (
  input clk,
  input echo,
  input respSeguidorLinea1,
  input respSeguidorLinea2,
  output VCC_respSeguidorLinea1,
  output GND_respSeguidorLinea1,
  output VCC_respSeguidorLinea2,
  output GND_respSeguidorLinea2,
  output trig,
  output D8,
  output D7,
  output D6,
  output D5,
  output D4,
  output D3,
  output D2,
  output D1,
  output A,
  output B,
  output C,
  output D,
  output E,
  output F,
  output G,
  output H,
  output VCC,
  output GND,
  output GND_motor_iz,
  output GND_motor_de,
  output m_izquierdo,
  output m_derecho
);
  wire s6;
  wire [19:0] s7;
  wire [3:0] s8;
  wire s9;
  wire [3:0] s10;
  wire [3:0] s11;
  wire [3:0] s12;
  wire [15:0] s13;
  wire [15:0] s14;
  wire [15:0] s15;
  wire [3:0] s16;
  wire [3:0] s17;
  wire s18;
  wire [1:0] s19;
  wire centenas;
  wire decenas;
  wire unidades;
  wire decimal;
  wire [6:0] s25;
  wire [8:0] valorDistancia;
  assign s13 = 16'b1010101111001101;
  assign VCC = 1'b1;
  assign GND = 1'b0;
  assign D8 = 1'b1;
  assign D7 = 1'b1;
  assign D6 = 1'b1;
  assign D5 = 1'b1;  
  assign GND_motor_iz = 1'b0;
  assign GND_motor_de = 1'b0;
  assign VCC_respSeguidorLinea1 = 1'b1;
  assign GND_respSeguidorLinea1 = 1'b0;
  assign VCC_respSeguidorLinea2 = 1'b1;
  assign GND_respSeguidorLinea2 = 1'b0;
  divFreq divFreq_i4 (
    .cl( clk ),
    .dvcl( s18 )
  );
  senalTriger senalTriger_i6 (
    .clk( clk ),
    .pulso( trig  )
  );
  contadorSeleccionarDisplay contadorSD1 (
    .C( s18 ),
    .out( s19 )
  ); 
  obtener_D_U_D_C_Distancia obtener_D_U_D_C_Distancia_io(
    .echo( echo ),
    .clk( clk ),
    .distancia_calculada( s15 ),
    .distanciaEnElRango( s6 ),
    .distancia_temporal(valorDistancia)
  );
  controlMotor controlMotor_1(
	  .distancia(valorDistancia),
	  .clk( clk ),
	  .respSeguidorLinea1(respSeguidorLinea1),
	  .respSeguidorLinea2(respSeguidorLinea2),
	  .m_izquierdo(m_izquierdo),
	  .m_derecho(m_derecho)
	);
  mostrarDisplay mostrarDisplay_io(
    .echo( echo ),
    .distancia_calculada( s15 ),
    .displaySeleccionado( s19 ),
    .centenas( centenas ),
    .decenas( decenas ),
    .unidades( unidades ),
    .decimal( decimal ),
    .valorNumericoDisplay( s25 )
  );
  assign D4 = ~ centenas;
  assign D3 = ~ decenas;
  assign D2 = ~ unidades;
  assign D1 = ~ decimal;
  assign A = s25[0];
  assign B = s25[1];
  assign C = s25[2];
  assign D = s25[3];
  assign E = s25[4];
  assign F = s25[5];
  assign G = s25[6];
  colocarPunto colocarPunto_1(
	  .echo(echo),
	  .transmitido(s6),
	  .centenas(centenas),
	  .unidades(unidades),
	  .H(H)
	); 
endmodule
module DIG_Counter_20bit
(
    output [(20-1):0] out,
    output ovf,
    input C,
    input en,
    input clr
);
    reg [(20-1):0] count;
    always @ (posedge C) begin
        if (clr)
          count <= 'h0;
        else if (en)
          count <= count + 1'b1;
    end
    assign out = count;
    assign ovf = en? &count : 1'b0;
    initial begin
        count = 'h0;
    end
endmodule
module contadorSeleccionarDisplay
(
    output [(2-1):0] out,
    output ovf,
    input C
);
	wire en = 1'b1;
    wire clr = 1'b0;
    reg [(2-1):0] count;
    always @ (posedge C) begin
        if (1'b0)
          count <= 'h0;
        else if (1'b1)
          count <= count + 1'b1;
    end
    assign out = count;
    assign ovf = 1'b1 ? &count : 1'b0;
    initial begin
        count = 'h0;
    end
endmodule
module DIG_D_FF_1bit
(
   input D,
   input C,
   output Q,
   output \~Q
);
    reg state;
    assign Q = state;
    assign \~Q = ~state;
    always @ (posedge C) begin
        state <= D;
    end
    initial begin
        state = 0;
    end
endmodule
module divFreq(
  input cl,
  output reg dvcl = 0
);
parameter SIZE = 11; 
parameter LIMIT = 11'b11111111111; 
reg [SIZE-1:0] count = 0;
always@(posedge cl)
begin
  if(count == LIMIT)
  begin
    count <= 0;
    dvcl <= ~dvcl;
  end
  else
  begin
    count <= count + 1;
  end
end
endmodule
module senalTriger (
  input clk,
  output pulso
);  
  wire[19:0] ctd;
  DIG_Counter_20bit DIG_Counter_20bit_i0 (
    .en( 1'b1 ),
    .C( clk ),
    .clr( 1'b0 ),
    .out( ctd )
  );
  assign pulso =  ctd <= 20'b100010011;
endmodule
module colocarPunto(
  input echo,
  input transmitido,
  input centenas,
  input unidades,
  output H
);  
  wire[19:0] ctd;
  DIG_D_FF_1bit DIG_D_FF_1bit_i12 (
    .D( transmitido ),
    .C( ~echo ),
    .Q( distanciaCorrecta )
  );
  assign H = ((~ centenas & ~ distanciaCorrecta ) | (distanciaCorrecta  & ~ unidades));
endmodule
$ cat /design/flow/run.sh
#!/bin/bash
# OpenROAD 26Q1-2900-gdf79404cd8, Yosys 0.63+post, stock flow scripts
make -C /OpenROAD-flow-scripts/flow DESIGN_CONFIG=/design/flow/config.mk WORK_HOME=/design/flow/orfs finish
$ cat /design/flow/constraint.sdc
current_design top

set clk_period 7.7
set clk_io_pct 0.2

create_clock -name clk0 -period $clk_period [get_ports {clk}]

set non_clock_inputs [all_inputs -no_clocks]
set_input_delay [expr $clk_period * $clk_io_pct] -clock clk0 $non_clock_inputs
set_output_delay [expr $clk_period * $clk_io_pct] -clock clk0 [all_outputs]
==> metrics.txt <==
# HELP chip_impl_metric Synthesis and place-and-route metrics
# TYPE chip_impl_metric gauge
chip_impl_info{name="run_status",value="complete, no violations"} 1
chip_impl_metric{name="wire_length_of_the_first_global_routing_pass",unit="mm"} 28.4
chip_impl_metric{name="antenna_found_initial",unit=""} 0
chip_impl_metric{name="rows",unit=""} 52
chip_impl_metric{name="yosysWarningCount",unit=""} 9
chip_impl_metric{name="post_cts_resize_count",unit=""} 0
chip_impl_metric{name="tool_warnings",unit=""} 50
chip_impl_metric{name="holdBufCountCts",unit=""} 0
chip_impl_metric{name="port-buffer-count",unit=""} 18
chip_impl_metric{name="route.detailed.wl_per_inst",unit="um"} 13.0
chip_impl_metric{name="cts_htree_levels",unit=""} 3
chip_impl_metric{name="timing_worst_slew_pin_value",unit="ps"} 933
chip_impl_metric{name="syn2layout_area_growth",unit="%"} 8.00
chip_impl_metric{name="synth_stat.cells",unit=""} 932
chip_impl_info{name="endpoint_kind",value="flip-flop"} 1
chip_impl_info{name="yosys_most_used_dff",value="sky130_fd_sc_hd__dfxtp_1"} 1
chip_impl_metric{name="path_clk_slew",unit="ps"} 60
chip_impl_metric{name="rr_worst_depth",unit=""} 13
chip_impl_metric{name="final.setup.worst_slack",unit="ps"} 2410
chip_impl_metric{name="untimed_endpoints",unit=""} 30
chip_impl_metric{name="ctsLongestPathBuffers",unit=""} 2
chip_impl_metric{name="drtPass1Iterations",unit=""} 5
chip_impl_metric{name="drv_cap",unit=""} 0
chip_impl_metric{name="timing.max_slew.rel_slack",unit=""} 0.376
chip_impl_metric{name="final_cell_area",unit="um^2"} 9000
chip_impl_metric{name="timing.fmax",unit="MHz"} 189
chip_impl_metric{name="cp_arrival",unit="ps"} 5440
chip_impl_info{name="timing.hold.worst.start",value="top_inicial_i0.divFreq_i4.count[8]"} 1
chip_impl_metric{name="worst_ir_drop_vdd",unit="uV"} 107
chip_impl_metric{name="grtUsageTotal",unit=""} 0.164
chip_impl_metric{name="dp_slack",unit="ps"} 2440
chip_impl_metric{name="drc_errors",unit=""} 0
chip_impl_metric{name="report.final.setup_viol",unit=""} 0
chip_impl_info{name="min_delay_path_class",value="flip-flop to flip-flop"} 1
chip_impl_metric{name="route.detailed.vias_per_inst",unit=""} 5.00
chip_impl_metric{name="drv_slew",unit=""} 0
chip_impl_metric{name="final.setup.tns",unit="ps"} 0
chip_impl_metric{name="grt_start_max_net_pins",unit=""} 37
chip_impl_info{name="worstSetupPathType",value="flip-flop to flip-flop"} 1
chip_impl_metric{name="critical_path_peak_fanout",unit=""} 12
chip_impl_info{name="grt_setup_unrepaired",value="false"} 1
chip_impl_info{name="cts_root_buffer",value="sky130_fd_sc_hd__clkbuf_16"} 1
chip_impl_metric{name="hold_viol",unit=""} 0
chip_impl_metric{name="synth.avg_cell_area",unit="um^2"} 8.94
chip_impl_metric{name="final_layout_size_suffix_gt1_frac",unit=""} 0.0609
chip_impl_metric{name="fp.coreArea",unit="um^2"} 20300
chip_impl_info{name="final_cell_mix",value="sky130_fd_sc_hd__inv_1 (134), sky130_fd_sc_hd__ha_1 (111), sky130_fd_sc_hd__dfxtp_1 (79)"} 1
chip_impl_metric{name="static-leakage-power",unit="nW"} 4.46
chip_impl_info{name="layout_top_cell",value="sky130_fd_sc_hd__inv_1"} 1
chip_impl_metric{name="core_util_floorplan",unit=""} 0.411
chip_impl_metric{name="worstPathRequired",unit="ps"} 7840
chip_impl_metric{name="min_period",unit="ps"} 5290
chip_impl_metric{name="die_width",unit="um"} 146
chip_impl_metric{name="first_global_vias",unit=""} 5980
chip_impl_metric{name="hold_path_depth",unit=""} 1
chip_impl_info{name="min_to",value="top_inicial_i0.divFreq_i4.count[8]"} 1
chip_impl_metric{name="postSynthSeqShare",unit=""} 0.193
chip_impl_metric{name="filler_cell_count",unit=""} 1956
chip_impl_metric{name="synth_area",unit="um^2"} 8340
chip_impl_info{name="critPathLaunchType",value="flip-flop"} 1
chip_impl_metric{name="ys_ff",unit=""} 80
chip_impl_metric{name="post_dp_cell_area",unit="um^2"} 8730
chip_impl_metric{name="yosys_chip_area",unit="um^2"} 8340
chip_impl_metric{name="route.vias.total",unit=""} 6116
chip_impl_metric{name="ffs_w_async_s_r_synth",unit=""} 0
chip_impl_metric{name="drtAntennaViolNets",unit=""} 0
chip_impl_info{name="cts_tree",value="built"} 1
chip_impl_metric{name="ioPinCount",unit=""} 31
chip_impl_metric{name="drt_first_iter_violations",unit=""} 255
chip_impl_metric{name="number_of_register_pins_that_no_clock_reaches",unit=""} 19
chip_impl_metric{name="reg2reg_setup_slack",unit="ps"} 2410
chip_impl_metric{name="cts-buffers-inserted",unit=""} 9
chip_impl_metric{name="post_cts_buffers",unit=""} 0
chip_impl_metric{name="die_h",unit="um"} 146
chip_impl_metric{name="antenna_cells",unit=""} 0
chip_impl_metric{name="chip_area",unit="um^2"} 21400
chip_impl_metric{name="synth-edff-count",unit=""} 1
chip_impl_metric{name="netlist-cell-type-count",unit=""} 81
chip_impl_metric{name="finClkSkew",unit="ps"} 8.49
chip_impl_metric{name="place.gp.congestion",unit=""} 0.889
chip_impl_metric{name="fin_crit_sh",unit=""} 0.688
chip_impl_metric{name="dpl.hpwl",unit="mm"} 12.6
chip_impl_metric{name="power.density_cell_area",unit="nW/um^2"} 82.1
chip_impl_metric{name="finalWirelength",unit="mm"} 15.9
chip_impl_metric{name="postSynthCellCount",unit=""} 932
chip_impl_metric{name="insertion_delay_late_pin",unit="ps"} 340
chip_impl_metric{name="sum_of_overflow_across_all_layers_after_global_routing",unit=""} 0
## logic make-up after synthesis
kind of cell,after synthesis,synth area share
fa+ha+maj,182,0.335
mux,9,0.0111
other cells,2,0.000901
simple gates,259,0.155
flops,80,0.193
buf+inv,168,0.0868
compound gates,165,0.147
xor+xnor,67,0.0713
## cells in the mapped netlist (8+ instances only)
| cell | instances | area [um^2] |
|---|---|---|
| sky130_fd_sc_hd__inv_1 | 134 | 503 |
| sky130_fd_sc_hd__ha_1 | 111 | 1390 |
| sky130_fd_sc_hd__dfxtp_1 | 79 | 1580 |
| sky130_fd_sc_hd__fa_1 | 69 | 1380 |
| sky130_fd_sc_hd__nor2_1 | 68 | 255 |
| sky130_fd_sc_hd__nand2_1 | 59 | 221 |
| sky130_fd_sc_hd__xnor2_1 | 48 | 420 |
| sky130_fd_sc_hd__nand3_1 | 37 | 185 |
| sky130_fd_sc_hd__o21ai_0 | 35 | 175 |
| sky130_fd_sc_hd__a21oi_1 | 28 | 140 |
| sky130_fd_sc_hd__xor2_1 | 18 | 158 |
| sky130_fd_sc_hd__and3_1 | 15 | 93.8 |
| sky130_fd_sc_hd__nor3_1 | 15 | 75.1 |
| sky130_fd_sc_hd__buf_4 | 14 | 105 |
| sky130_fd_sc_hd__nand4_1 | 14 | 87.6 |
| sky130_fd_sc_hd__a31oi_1 | 8 | 50.1 |
| sky130_fd_sc_hd__clkbuf_1 | 8 | 30.0 |
## area by class of cell
cell class	instances	area, um^2	share of cell area
clock inverter	7	51.3	0.00570
sequential	80	1610	0.179
inverter	139	524	0.0582
tap	270	338	0.0375
timing repair buffer	22	210	0.0233
clock buffer	9	225	0.0250
multi-input combinational	695	6040	0.671
## worst max-delay path by stage
stage                  endpoint  startpoint  slack, ps
after global routing  flip-flop   flip-flop       2100
after CTS             flip-flop   flip-flop       2440
final                 flip-flop   flip-flop       2410
## where the power goes
group	leakage, nW	switching [mW]	total, mW	internal (mW)
Clock	0.132	0.163	0.381	0.219
Sequential	0.649	0.00303	0.325	0.322
Combinational	3.68	0.0189	0.0323	0.0134
## worst max-delay path, stage by stage, from the launching register on
cell and delay, ps:
sky130_fd_sc_hd__dfxtp_1 600, sky130_fd_sc_hd__ha_1 330, sky130_fd_sc_hd__fa_1 510, sky130_fd_sc_hd__fa_1 540, sky130_fd_sc_hd__inv_1 50, sky130_fd_sc_hd__fa_1 520
sky130_fd_sc_hd__inv_1 40, sky130_fd_sc_hd__ha_1 370, sky130_fd_sc_hd__a21oi_1 310, sky130_fd_sc_hd__nor2_1 70, sky130_fd_sc_hd__o311a_1 330, sky130_fd_sc_hd__a2111oi_4 370
sky130_fd_sc_hd__xor2_1 780, sky130_fd_sc_hd__inv_2 270
## routing by layer
metal  share of wire  vias up  global-route usage
met4           0.014        0              0.0203
met3           0.043       14              0.0252
met2            0.43      137               0.249
met5               0        -                   0
li1                -     3178                   -
met1            0.51     2787               0.261
## metrics by stage
stage          cells  power, mW  utilization  hold WS, ps
2_1_floorplan    943      0.360            -          406
3_3_place_gp    1206      0.366        0.430          438
3_5_place_dp    1206      0.366        0.430          440
4_1_cts         1222      0.754        0.443          450
5_1_grt         1222      0.774        0.443          473
6_report        1222      0.739        0.443          451
No activity file was given, so power comes from the tool's default toggle rates.
